$ cat flow/config.mk
export PLATFORM = sky130hd
export DESIGN_NAME = spi
export DESIGN_NICKNAME = spi
export VERILOG_FILES = /design/flow/design.v
export SDC_FILE = /design/flow/constraint.sdc
export NUM_CORES = 4
export LEC_CHECK = 1
export CORE_UTILIZATION = 40
$ cat flow/constraint.sdc
current_design spi

set clk_period 3.8
set clk_io_pct 0.2

create_clock -name clk0 -period $clk_period [get_ports {clk}]

set non_clock_inputs [all_inputs -no_clocks]
set_input_delay [expr $clk_period * $clk_io_pct] -clock clk0 $non_clock_inputs
set_output_delay [expr $clk_period * $clk_io_pct] -clock clk0 [all_outputs]
$ cat flow/design.v
`timescale 1ns / 1ps
module spi(
    input clk,
    input rst,
    output nCS,
    output sck,
    input miso,
    output [12:0] Dout
    );
reg [22:0] cntr;
always @ (posedge clk)
	if(rst)
		cntr <= 0;
	else
		cntr <= cntr + 1;
wire sck_rise;
assign sck = cntr[1];
assign sck_rise = (cntr[1:0] == 'b01);  
reg cs_ff;
wire d_rst;
wire d_set;
assign d_rst = (cntr[22:0] == 'b11 );  
assign d_set = (cntr[22:0] == 'b1000011);  
always @ (posedge clk)
	if(d_set | rst)
		cs_ff <= 1;
	else if(d_rst)
		cs_ff <= 0;
assign nCS = cs_ff;
reg [15:0] shr;
wire shr_in_en;
assign shr_in_en = (sck_rise & (~nCS));
always @ (posedge clk)
	if(rst)
		shr <= 0;
	else if(shr_in_en)
		shr <= {shr[14:0], miso};
reg [12:0] Dout_reg;
always @ (posedge clk)
	if(rst)
		Dout_reg <= 0;
	else if(nCS)
		Dout_reg <= shr[15:3];
assign Dout = Dout_reg;
endmodule
$ cat flow/run.sh
#!/bin/bash
# OpenROAD 26Q1-2900-gdf79404cd8, Yosys 0.63+post, stock flow scripts
make -C /OpenROAD-flow-scripts/flow DESIGN_CONFIG=/design/flow/config.mk WORK_HOME=/design/flow/orfs finish
==> run summary <==
Seq/Total Area, Yosys -> 0.493
Arr. time, crit path -> 2270 ps
Cycle use final -> 0.535
Seq. cell area -> 1060 µm²
P&R area growth vs syn -> 15.6%
Final min period -> 2030 ps
DRC violations left -> 0
Top-area cell share -> 0.493
Initial antenna violation count -> 0
Synth Area per Inst -> 8.61 µm²
Port Buffers -> 17
Top cells by area -> dfxtp_1 49%, nand2_1 6.8%, nor2_1 6.6%
Maximum VDD drop -> 0.192 mV
Clock sinks -> 53
Clk latency late pin -> 310 ps
CTS root buf -> clkbuf_8
Routed WL -> 3.84 mm
Fin. max-slew vios -> 0
Final setup viols -> 0
Cells after Synth -> 250
Setup CP Type -> register to register
# IOs -> 18
Cell taking the most area after synthesis -> dfxtp_1
Slew at the pin closest to its max-slew limit -> 691 ps
HPWL after detailed placement -> 2.55 mm
# hold bufs at CTS -> 0
Chip width -> 75.4 µm
Drt pass-1 iters -> 4
First-pass GRT wire length -> 6.69 mm
YS warnings -> 1
Max reg flops -> 23
Critical Path Source Type -> register
CTS buffer count -> 5
Final Hold Vio Count -> 0
Lkg Pwr -> 0.905 nW
CTS max path bufs -> 2
Routability cong. -> 0.834
Overflow left after global routing -> 0
Crit path required time -> 4040 ps
Final core utilization -> 0.484
Routed via count -> 1671
Distinct lib cells used -> 30
Row cnt -> 26
Max-cap violations -> 0
Share of layout cells above drive strength 1 -> 0.0682
Antenna violation net count after detailed routing -> 0
Fmax -> 0.492 GHz
TNS Setup -> 0 ps
Overall Global Routing Usage -> 0.153
Post-CTS sizing -> 0
Initial cell density of the core -> 0.419
CTS tree -> yes
Ys flop type -> dfxtp_1
Fill count -> 515
Vias per inst -> 5.00
RSZ-0062 raised after global routing -> no
Die H -> 75.4 µm
Count leader, synth -> dfxtp_1
Clk pin slew, worst setup/hold paths -> 100 ps
Slew Limit Headroom -> 0.539
Core area -> 5140 µm²
Ys flops -> 53
Yosys synthesis chip area -> 2150 µm²
Post-Syn Area -> 2150 µm²
Largest net degree at the start of global routing -> 40
DR iter-0 viols -> 161
Largest fanout on the critical path -> 6
Tool warnings -> 26
# Cells Yosys -> 250
Comb area -> 1020 µm²
Run status -> finished clean
Pwr dens -> 395 nW/µm²
Post-synth EDFFs -> 0
Setup repair bufs after CTS -> 0
Fraction of registers with async set/reset -> 0
Hold WC Path Type -> register to register
Worst Setup End Kind -> register
H-tree depth -> 2
Top cells by count, synth -> 53 x dfxtp_1, 39 x nand2_1, 38 x nor2_1
Die area -> 5680 µm²
Vias in the first global route -> 1429
Wire length per cell -> 11.5 µm
Worst Clk Skew -> 11.4 ps
Antenna cells -> 0
kinds of logic after synthesis:
kind of cell / after synthesis / share of synthesized area
and+or+nand+nor: 120 / 0.264
AOI/OAI and AO/OA: 28 / 0.0691
adders and majority gates: 2 / 0.0116
DFF: 53 / 0.493
buffers and inverters: 18 / 0.0325
xor gates and xnor gates: 12 / 0.0488
muxes: 17 / 0.0808
per-stage QoR:
| step | setup slack, ps | power [W] | area (µm²) | hold WS [ps] | std cells |
|---|---|---|---|---|---|
| CTS | 1750 | 0.000997 | 2490 | 456 | 334 |
| floorplan | 1900 | 0.000600 | 2150 | 432 | 250 |
| global placement | 1690 | 0.000611 | 2370 | 436 | 326 |
| finish | 1770 | 0.000983 | 2490 | 442 | 334 |
| global route | 1620 | 0.00103 | 2490 | 476 | 334 |
| detailed placement | 1680 | 0.000612 | 2370 | 443 | 326 |
power by group:
group,leakage [nW],switching (W),internal [W]
Combinational,0.424,0.0000213,0.0000136
Sequential,0.427,0.00000503,0.000558
Clock,0.0543,0.000187,0.000197
metal layers:
metal | share of wire | up-vias | global-route usage
li1 | - | 873 | -
met1 | 0.53 | 759 | 0.255
met2 | 0.41 | 32 | 0.226
met3 | 0.038 | 7 | 0.0188
met4 | 0.017 | 0 | 0.0206
met5 | 0 | - | 0
worst paths after layout:
| path | cells past startpoint | to | from | slack (ps) |
|---|---|---|---|---|
| worst max register to register | 5 | cntr[22]$_SDFF_PP0_ | cntr[0]$_SDFF_PP0_ | 1770 |
| worst min-delay path | 2 | shr[2]$_SDFFE_PP0P_ | shr[1]$_SDFFE_PP0P_ | 440 |
| worst min register to register | 2 | shr[2]$_SDFFE_PP0P_ | shr[1]$_SDFFE_PP0P_ | 440 |
| worst max-delay path | 5 | cntr[22]$_SDFF_PP0_ | cntr[0]$_SDFF_PP0_ | 1770 |
cell usage in the layout, fill, tap and decap left out:
cell and n:
a21oi_1 22, a31o_2 1, and2_1 1, and3_1 1, and4_1 1, buf_2 1, buf_4 3, bufinv_16 1
clkbuf_8 5, clkdlybuf4s50_1 16, clkinv_4 1, clkinvlp_4 1, dfxtp_1 53, ha_1 2, inv_1 4, mux2_2 3
mux2i_1 14, nand2_1 39, nand2b_1 1, nand3_1 10, nand4_1 7, nand4_4 1, nor2_1 38, nor2b_1 5
nor3_1 2, nor4_1 7, o21ai_0 3, o31ai_1 2, or3_1 3, or4_1 3, or4_4 1, xnor2_1 8
xor2_1 4
cell type report:
type	instances	share of cell area
Multi-Input combinational cell	179	0.411
Tap cell	70	0.0352
Clock buffer	5	0.0277
Clock inverter	3	0.0186
Inverter	4	0.00603
Timing Repair Buffer	20	0.0754
Sequential cell	53	0.426
worst max-delay path, cell delays in order, from the launching register on:
cell	delay, ps
dfxtp_1	430
ha_1	290
inv_1	100
or4_4	550
or4_1	470
a21oi_1	140
Power is estimated from default activity; no workload was simulated.
