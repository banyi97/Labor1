===== flow/run.sh =====
#!/bin/bash
# OpenROAD 26Q1-2900-gdf79404cd8, Yosys 0.63+post, stock flow scripts
make -C /OpenROAD-flow-scripts/flow DESIGN_CONFIG=/design/flow/config.mk WORK_HOME=/design/flow/orfs finish

===== flow/config.mk =====
export PLATFORM = sky130hd
export DESIGN_NAME = dproc
export DESIGN_NICKNAME = dproc
export VERILOG_FILES = /design/flow/design.v
export SDC_FILE = /design/flow/constraint.sdc
export NUM_CORES = 4
export LEC_CHECK = 1
export CORE_UTILIZATION = 50

===== flow/constraint.sdc =====
current_design dproc

set clk_period 5.1
set clk_io_pct 0.2

create_clock -name clk0 -period $clk_period [get_ports {clk}]

set non_clock_inputs [all_inputs -no_clocks]
set_input_delay [expr $clk_period * $clk_io_pct] -clock clk0 $non_clock_inputs
set_output_delay [expr $clk_period * $clk_io_pct] -clock clk0 [all_outputs]

===== flow/design.v =====
`timescale 1ns / 1ps
 module dproc(
    input clk,
    input rst,
    input [12:0] temp,	  
    input [7:0] sw,		  
    output reg [3:0] d3,  
    output [3:0] 		d2,  
    output [3:0] 		d1,  
    output reg [3:0] d0	  
    );
reg [7:0] sw_ff;
always @(posedge clk)
	if (rst) sw_ff <= 0;
	else sw_ff <= sw; 
reg  [7:0] data_in;  
reg  [7:0] data_out; 
reg  [7:0] data_old; 
reg  [7:0] data_conv; 
reg  [3:0] data_high; 		
always @(posedge clk)
	if (~(data_in==data_old) | rst) begin
		data_old <= data_in;
		data_conv <= data_in;
		data_high <= 0;
		if(rst) data_out <=0;
	end
	else if (data_conv > 9) begin
		data_conv <= data_conv - 10;
		data_high <= data_high + 1;
	end
	else data_out <= {data_high, data_conv[3:0]};
assign d1 = data_out[3:0];
assign d2 = data_out[7:4];
always @(posedge clk)
	data_in <= ~data_in + 1;
wire [12:0] temp_off;
assign temp_off = temp - {2'b0,sw_ff[6:0],4'b0};
wire [11:0] temp_abs;
assign temp_abs = temp_off[11:0];
wire [3:0] frac;
wire [6:0] frac_mult;
assign frac_mult = {temp_abs[3:0],2'b00} + temp_abs[3:0];  
assign frac = frac_mult[6:3];   
always @(posedge clk)
	if(rst) begin
		data_in <= 0;
		d3 <= 0;
		d0 <= 0;
	end
	else begin
		data_in <= sw_ff[7] ? temp_abs[11:4] : {1'b0,sw_ff[6:0]};
		d3 <=      sw_ff[7] ? {3'b110,temp_off[12]} : 15;
		d0 <=      sw_ff[7] ? frac : 15;
	end
endmodule

==> notes.md <==
Physical implementation

The run stopped with a tool error. The stage where the flow stopped is synthesis. The first error in the log reads "ERROR: Found 6 problems in 'check -assert'". After synthesis the netlist holds a flip-flop and latch count of 53.

The top-area cell type share of the netlist area is between 20% and 30%. The number of different library cells in the post-synthesis netlist is 39. According to the Yosys statistics, the synthesized design has a chip area of 0.00227 mm2. The number of synthesis warnings is 1. For this run, asynchronously set or reset flops after synthesis account for 0%. The count of library flops with an enable pin is 22. For this run, the leading register cell type out of synthesis is sky130_fd_sc_hd__dfxtp_1. The most common cell in the synthesized netlist is sky130_fd_sc_hd__dfxtp_1. By count the netlist is led by sky130_fd_sc_hd__dfxtp_1 (31), sky130_fd_sc_hd__nor2_1 (25), sky130_fd_sc_hd__edfxtp_1 (22), sky130_fd_sc_hd__inv_1 (21), sky130_fd_sc_hd__xnor2_1 (14). The largest total area in the synthesized netlist belongs to sky130_fd_sc_hd__edfxtp_1. The main area contributors are sky130_fd_sc_hd__edfxtp_1 (29%), sky130_fd_sc_hd__dfxtp_1 (27%), sky130_fd_sc_hd__xnor2_1 (5.4%). The number of cells in the yosys synthesis report is 211. Sequential cells were found to cover around 56% of the synthesized design area.
-- kinds of logic after synthesis --
family	synth area share (%)
muxes	0.881
adders and majority gates	5.83
buffers and inverters	5.01
and+or+nand+nor	15.7
DFF	56.4
AOI/OAI and AO/OA	8.14
xor gates and xnor gates	8.09
