==> flow/design.v <==
module uart(
	 input clk,
    input rst,
    input [6:0] bcd0,
    input [6:0] bcd1,
    output tx_out,
	 output [6:0] cntr_out
    );
reg [8:0] cntr;  
wire tx_change_en; 
always @ (posedge clk)  
	if(rst | tx_change_en) 
		cntr <= 0;
	else
		cntr <= cntr + 1;
assign tx_change_en = (cntr == 278);  
reg [6:0] shift_cntr;
wire shift_en;
always @ (posedge clk)  
	if(rst | shift_en)
		shift_cntr <= 0;
	else if(tx_change_en)
		shift_cntr <= shift_cntr + 1;
assign shift_en = (shift_cntr == 30);
reg [6:0] cr = 'b0001101;  
reg [20:0] shr;
wire [6:0] bcd1_in;
wire [6:0] bcd0_in;
wire parity1, parity0, parityCr;
assign bcd1_in = (bcd1[6:0] + 48);  
assign bcd0_in = (bcd0[6:0] + 48);
assign parity1 = ~(^bcd1_in);
assign parity0 = ~(^bcd0_in);
assign parityCr = ~(^cr);
reg out = 1;  
always @ (posedge clk)
	if(rst)
		shr <= ~0;  
	else if(tx_change_en)
		case(shift_cntr)  
			0: begin 
				shr <= {cr[6:0], bcd0_in[6:0], bcd1_in[6:0]};  
				out <= 0;  
				end
			8: out <= parity1;
			9: out <= 1;
			10: out <= 0;
			18: out <= parity0;
			19: out <= 1;
			20: out <= 0;
			28: out <= parityCr;
			29: out <= 1;
			default: begin
				shr <= {1, shr[20:1]};
				out <= shr[0];
				end
		endcase
assign cntr_out = shift_cntr;  
assign tx_out = out;
endmodule
==> flow/run.sh <==
#!/bin/bash
# OpenROAD 26Q1-2900-gdf79404cd8, Yosys 0.63+post, stock flow scripts
make -C /OpenROAD-flow-scripts/flow DESIGN_CONFIG=/design/flow/config.mk WORK_HOME=/design/flow/orfs finish
==> flow/config.mk <==
export PLATFORM = sky130hd
export DESIGN_NAME = uart
export DESIGN_NICKNAME = uart
export VERILOG_FILES = /design/flow/design.v
export SDC_FILE = /design/flow/constraint.sdc
export NUM_CORES = 4
export LEC_CHECK = 1
export CORE_UTILIZATION = 30
==> flow/constraint.sdc <==
current_design uart

set clk_period 3.7
set clk_io_pct 0.2

create_clock -name clk0 -period $clk_period [get_ports {clk}]

set non_clock_inputs [all_inputs -no_clocks]
set_input_delay [expr $clk_period * $clk_io_pct] -clock clk0 $non_clock_inputs
set_output_delay [expr $clk_period * $clk_io_pct] -clock clk0 [all_outputs]
==> flow_metrics.py <==
# Metrics from the implementation run
metrics = {
    "finish": {
        "drive_gt1_share_pct": 10.1,
        "layout_top_cells": "nor2_1, dfxtp_1, clkdlybuf4s50_1",
        "seqCellArea_um2": 771,
        "area_growth_syn_to_layout_pct": 17.4,
        "final_util_pct": 36.2,
        "final_area_mm2": 0.00244,
        "area.combinational_mm2": 0.00121,
        "layout.cells.most_common": "nor2_1",
        "fillers": 685,
        "fin_cells": 328,
    },
    "run": {
        "warnings": 29,
        "max-cap-violations": 0,
    },
    "placement": {
        "io_buffers": 23,
        "placed_cell_area_mm2": 0.00235,
        "preCtsSetupSlack_ps": 1020,
        "hpwl_um": 2470,
        "placedCellCount": 320,
        "routabilityCongestion": 0.809,
    },
    "final_timing": {
        "finalSetupTns_ps": 0,
        "setup_viol": 0,
        "fin_skew_ps": 7.92,
        "tightest_slew_ps": 742,
        "worst_slack_ps": 1280,
        "relSlewSlack_pct": 50.4,
        "finalHoldViolCount": 0,
        "slew_violations": 0,
        "holdWs_ps": 491,
        "rsz0062_at_grt": "false",
        "fin_crit_sh_pct": 65.4,
        "fmax_mhz": 414,
        "period_needed_ps": 2420,
    },
    "power_and_ir_drop": {
        "cellPowerDensity_mw_per_mm2": 328,
        "vdd_drop_max_v": 0.000116,
        "power_uw": 803,
        "leakagePower_nw": 1.01,
    },
    "grt": {
        "overflow": 0,
        "antenna_found_initial": 0,
        "grt_pass1_wl_um": 6210,
        "grt_pass1_vias": 1331,
        "grt_max_degree": 24,
        "grt_usage_pct": 10.6,
    },
    "yosys": {
        "adder_share_pct": 4.80,
        "top_cells_by_area": "dfxtp_1, mux2i_1, nor2_1, xnor2_1, ha_1",
        "synth.logic.top_family": "simple AND/OR/NAND/NOR gates",
        "largest_area_cell": "dfxtp_1",
        "avgSynthCellArea_um2": 9.10,
        "ys.flop_type": "dfxtp_1",
        "ys_cells": 229,
        "synth_flops": 38,
        "synth-area-yosys_mm2": 0.00208,
        "simple_gate_share_pct": 20.9,
        "ys_sh_mux_pct": 13.9,
        "synth.distinct_cells": 38,
        "synth-xor-area-share_pct": 10.9,
        "top_area_share_pct": 35.6,
        "syn-cell-area_mm2": 0.00208,
        "edf_count": 1,
        "synthArstFlopShare_pct": 0,
        "ys_warn_count": 1,
        "ys_sh_aoi_pct": 7.39,
        "yosysSeqAreaShare_pct": 37.0,
        "synth_cells": 229,
    },
    "worst_setup_path": {
        "slowest_stage": "nand3b_1",
        "critical_path_class": "reg -> reg",
        "reg2reg_to": "shr[1]",
        "worst-path-buf-inv": 1,
        "timing.critical_path.cells": "nor4_1 > nand3b_1 > buf_4 > mux2_2 > nor2_1 > mux2i_1",
        "end_kind": "flip-flop",
        "max_stage_delay_ps": 580,
        "crit_arrival_ps": 2580,
        "reg2reg_slack_ps": 1280,
        "cp_top_family": "simple AND/OR/NAND/NOR gates",
        "crit_required_ps": 3860,
        "critPathMaxFanout": 19,
        "rr_worst_depth": 6,
        "start_kind": "flip-flop",
        "r2r_start": "shift_cntr[2]",
    },
    "die": {
        "die_h_um": 85.3,
        "die-area_mm2": 0.00728,
        "core_mm2": 0.00676,
        "fp.dieW_um": 85.3,
        "rows": 30,
        "io_pins": 24,
        "fp-utilization_pct": 30.8,
    },
    "outcome": {
        "status": "finished clean",
    },
    "worst_hold_path": {
        "min-delay-path-class": "reg -> reg",
        "worstHoldStart": "cntr[8]",
        "holdPathStages": 2,
        "min_to": "cntr[8]",
    },
    "route": {
        "ant_nets": 0,
        "drc": 0,
        "antennaDiodeCount": 0,
        "wirelength_um": 3670,
        "dr.pass1.iters": 4,
        "drtIter0Drc": 60,
        "post_drt_wl_per_cell_um": 11.2,
        "vias_per_cell": 4.73,
        "vias": 1553,
    },
    "clocking": {
        "hold_buffers": 0,
        "cts_buffers": 5,
        "cts-resized-gates": 0,
        "clk_latency_ps": 290,
        "clkTransAtPathRegs_ps": 80,
        "htreeDepth": 2,
        "cts_buffer_depth": 2,
        "cts_setup_buffers": 0,
        "cts_tree": "done",
        "clock-root-buffer": "clkbuf_8",
        "cts.sinks": 38,
    },
}
## cells by family after synthesis
| family | Yosys count |
|---|---|
| AND/OR/NAND/NOR | 88 |
| flip-flops | 38 |
| multiplexers | 28 |
| XOR/XNOR | 26 |
| buffers and inverters | 21 |
| AND-OR/OR-AND | 20 |
| adder cells (fa/ha/maj) | 8 |
## area by class of cell
| cell class | count | area share (%) |
|---|---|---|
| clock buffers | 6 | 3.38 |
| clock inverters | 2 | 0.512 |
| inverters | 7 | 1.07 |
| multi-input cells | 170 | 49.4 |
| flip-flops and latches | 38 | 31.5 |
| well taps | 80 | 4.09 |
| repair buffers | 25 | 10.0 |
## cells in the mapped netlist, types with 5 or more instances
cell type  instances
a211oi_1           8
buf_2              6
dfxtp_1           37
ha_1               8
inv_1              7
mux2_2             8
mux2i_1           20
nand3_1           10
nand4_1            5
nor2_1            52
xnor2_1           16
xor2_1            10
## tightest hold or removal path: cells and delay by family, from the launching register on
kind / cells / cell delay (ps)
flops: 1 / 320
compound gates: 2 / 130
## worst max path at each step
stage	cells after the start	to	slack [ps]	startpoint
after global routing	6	shr[1]	1040	shift_cntr[2]
final	6	shr[1]	1280	shift_cntr[2]
after CTS	6	shr[1]	1260	shift_cntr[2]
## flip-flops by register name, indices dropped and copies added, names as in the netlist
name,cells
out,1
cntr,9
shift_cntr,7
shr,21
## power breakdown
group	switching [mW]	internal (mW)	total (mW)
Combinational	0.0383	0.0488	0.0871
Clock	0.150	0.150	0.299
Sequential	0.00374	0.413	0.417
Total	0.192	0.612	0.803
## layer usage
metal | vias to the layer above | routed length [um] | GRT usage [%]
met1 | 699 | 1900 | 17.0
met3 | 7 | 151 | 2.76
met5 | - | 0 | 0
met2 | 24 | 1550 | 15.1
li1 | 823 | - | -
met4 | 0 | 63 | 1.52
No activity file was given, so power comes from the tool's default toggle rates.
